`flow/config.mk`:
```
export PLATFORM = sky130hd
export DESIGN_NAME = Divider
export DESIGN_NICKNAME = Divider
export VERILOG_FILES = /design/flow/design.v
export SDC_FILE = /design/flow/constraint.sdc
export NUM_CORES = 4
export LEC_CHECK = 1
export CORE_AREA = 10 10 80 80
export DIE_AREA = 0 0 90 90
```
`flow/constraint.sdc`:
```
current_design Divider

set clk_period 3.0
set clk_io_pct 0.2

create_clock -name clk0 -period $clk_period [get_ports {Clk}]

set non_clock_inputs [all_inputs -no_clocks]
set_input_delay [expr $clk_period * $clk_io_pct] -clock clk0 $non_clock_inputs
set_output_delay [expr $clk_period * $clk_io_pct] -clock clk0 [all_outputs]
```
`flow/design.v`:
```
module A_module (
    input[7:0] A, A_prime, input run,
    output[7:0] O
);
    genvar i;
    for (i = 0; i < 8; i = i + 1) begin
        assign O[i] = (~run & A_prime[i]) | (run & A[i]);
    end
endmodule
module Counter_8 (
    input Clk, Reset,
    output reg[7:0] Count
);
    initial begin
        Count = 7'b0;
    end
    always @(posedge Clk or posedge Reset) begin
        if (Reset) begin
            Count[7:0] = 8'b0;
        end else begin
            Count[7:0] = Count[7:0] + 8'b1;
        end
    end
endmodule
module DFlipFlop (
    input D, CLK, PRE_bar, CLR_bar,
    output reg Q, Q_bar
);
    initial begin
        Q = 1'b0;
        Q_bar = 1'b1;
    end
    always @(posedge CLK or negedge PRE_bar or negedge CLR_bar) begin
        if (!PRE_bar) begin
            Q = 1'b1;
            Q_bar = 1'b0;
        end 
        else if (!CLR_bar) begin
            Q = 1'b0;
            Q_bar = 1'b1;
        end
        else begin
            Q = D;
            Q_bar = ~D;
        end
    end
endmodule
module Divider (
    input[7:0] A, B, input Start, Clk, Reset,
    output[7:0] DQ, DR, output Done
);
    wire[7:0] A_prime, A_out, RegA_out, RegB_out, RegB_out_bar;
    wire run;
    wire sign;
    wire check = ~sign;
    wire run_bar = ~run;
    wire A_clk = (Clk & run) | (Clk & check);
    wire B_clk = Clk & run;
    wire counter_clk = check & Clk & run_bar;
    wire hole;
    supply1 logic1;
    supply0 logic0;
    A_module A_M(A, A_prime, run, A_out);
    Start_module Start_M(Start, Clk, check, Reset, run);
    RegA_module RegA(A_out, A_clk, Reset, RegA_out);
    RegB_module RegB(B, B_clk, Reset, RegB_out);
    genvar i;
    for (i = 0; i < 8; i = i + 1) begin
        assign RegB_out_bar[i] = ~RegB_out[i];
    end
    FA_9 FA({logic0, RegA_out}, {logic1, RegB_out_bar}, logic1, {sign, A_prime}, hole);
    Counter_8 Counter(counter_clk, Reset, DQ);
    assign DR = RegA_out;
    DFlipFlop done_dff(sign, Clk, logic1, run_bar, Done, hole);
endmodule
module FA_1 (
    input X, Y, Cin,
    output S, Cout
);
    wire w[0:2];
    xor(w[0], X, Y);
    and(w[1], X, Y);
    xor(S, w[0], Cin);
    and(w[2], w[0], Cin);
    or(Cout, w[2], w[1]);
endmodule
module FA_9 (
    input[8:0] X, Y, input Cin,
    output[8:0] S, output Cout 
);
    wire w[0:7];
    FA_1 fa0(X[0], Y[0], Cin, S[0], w[0]);
    genvar i;
    generate
        for (i = 1; i < 8; i = i + 1) begin : faMiddle
            FA_1 fa(X[i], Y[i], w[i - 1], S[i], w[i]);
        end
    endgenerate
    FA_1 fa9(X[8], Y[8], w[7], S[8], Cout);
endmodule
module RegA_module (
    input[7:0] DataIn, input Clk, Reset,
    output reg[7:0] DataOut
);
    initial begin
        DataOut[7:0] = 8'b0;
    end
    always @(posedge Clk or posedge Reset) begin
        if (Reset) begin
            DataOut[7:0] = 8'b0;
        end
        else begin
            DataOut[7:0] = DataIn[7:0];
        end
    end
endmodule
module RegB_module (
    input[7:0] DataIn, input Clk, Reset,
    output reg[7:0] DataOut
);
    initial begin
        DataOut = 8'b1;
    end
    always @(posedge Clk or posedge Reset) begin
        if (Reset) begin
            DataOut[7:0] = 8'b1;
        end
        else begin
            DataOut[7:0] = DataIn[7:0];
        end
    end
endmodule
module Start_module (
    input Start, Clk, check, Reset,
    output reg run
);
    initial begin
        run = 1'b0;
    end
    always @(posedge Clk or posedge Reset) begin
        if (Reset) begin
            run = 1'b0;
        end 
        else begin
            run = (~check) & Start;
        end
    end
    always @(negedge Clk) begin
        if (check) begin
            run = 1'b0;
        end
    end
endmodule
```
`flow/run.sh`:
```
#!/bin/bash
# OpenROAD 26Q1-2900-gdf79404cd8, Yosys 0.63+post, stock flow scripts
make -C /OpenROAD-flow-scripts/flow DESIGN_CONFIG=/design/flow/config.mk WORK_HOME=/design/flow/orfs finish
```
==> Changelog: implementation <==
### Metrics

* Status: complete, no violations
* Fill cell count at slightly above 500
* Worst reg2reg path depth at 8
* Max_cap viols at 0
* Yosys warnings at 12
* Critical Path RT at 3.12 ns
* Top Layout Cells: 17 x clkdlybuf4s50_1, 16 x dfrtp_1, 15 x inv_1
* N_diodes at 0
* CTS root buffer: clkbuf_8
* Die area at 8100 sq um
* Final Core Density at 0.202
* Crit-path max cell delay at between 0.3 and 0.4 ns
* Yosys stat area at 728 sq um
* Worst slew margin at 0.595
* Via density at 2.84
* Ratio of cells with drive above 1 in the final layout at 0.0800
* Setup TNS at 0 ns
* Post-Syn Instances at 64
* I/O pins at 36
* Setup Crit Path Kind: flip-flop to flip-flop
* Clock transition at path regs at roughly 0.050 ns
* Vias in the first global route at 423
* Floorplan core density at 0.154
* CTS Buf Count at 3
* Post-Syn Area per Cell at 11.4 sq um
* Area after DPL at between 900 and 1000 sq um
* Fmax achieved at 546 MHz
* Most Frequent Cell on Critical Path: ha_1
* Crit-path cells: inv_1, ha_1, ha_1, ha_1, ha_1, ha_1, ha_1, xor2_1
* Log Warnings at 42
* FF-to-FF Start: RegA.DataOut[0]$_DFF_PP0_
* Worst Skew at between 0.0008 and 0.0009 ns
* Flop-to-flop setup slack at 1.17 ns
* Largest net degree at the start of global routing at 17
* CTS tree: built
* Routed WL at 1.09 mm
* RSZ-0062 raised after global routing: no
* Clock sinks at 16
* Routed WL per cell at 7.66 um
* CTS Hold Bufs at 0
* Fin crit period at 1.83 ns
* Final instance area at 956 sq um
* GRT Resource Usage Total at 0.0281
* Total Power at 369 uW
* Worst hold path endpoint: RegA.DataOut[0]$_DFF_PP0_
* Crit start category: flip-flop
* Setup-failing EPs final at 0
* Std-Cell Rows at 25
* Most frequent logic cell in the layout: clkdlybuf4s50_1
* Number of buffers added for setup after CTS at 0
* Critical Path Fanout Max at 2
* Vias at 403
* Vert. Die Dim at 90 um
* RR Endpoint: RegA.DataOut[7]$_DFF_PP0_
* Area growth from synthesis to layout at 31.3%
* Yosys stat cell total at 64
* Power Dens Cells at just under 400 nW/um^2
* Unique cell types at 13
* Iter 0 DRT Violations at 3
* CTS max path bufs at 2
* HP Class: flip-flop to flip-flop
* Hold Path Origin: RegA.DataOut[0]$_DFF_PP0_
* Slew @ Worst Pin at 0.607 ns
* VDD IR max at 0.000167 V
* CORE AREA at 4720 sq um
* Post-Syn Area at 728 sq um
* Leakage at 0.000448 uW
* Worst path bufs/invs at 1
* GP Congestion at 0.681
* Final period util at 0.610
* CP top delay family: adder cells
* Pre-Repair DR Iteration Count at 3
* Arrival @ worst endpoint at 1.95 ns
* Total gr overflow at 0
* First-pass GRT wire length at 1.92 mm
* CTS resizes at 0
* Residual DRC count at 0
* Initial antenna violation count at 0
* H-tree depth at 1
* Antenna Nets Post-Route at 0
* # port buffers at 17
* DP HPWL at 919 um
* Hold depth at 1
* Critical Path End Type: flip-flop
* Die X-Extent at 90 um
* CP max stage cell: dfrtp_1
* Hold Fails Final Rpt at 0
* Synth flops at 16
* Clk latency of the worst-skew pair at between 0.2 and 0.25 ns
* Register area share after synthesis at 0.550
* Fin. max-slew vios at 0
synthesized netlist by cell type, drive strengths merged:
library cell	instances	area (sq um)
xnor2	2	17.5
nor2	2	7.51
dfrtp	16	400
ha	7	87.6
nand2	3	13.8
xor2	5	43.8
buf	9	67.6
conb	1	3.75
nor3	1	10.0
nand3	3	20.0
inv	15	56.3
sequential cells by signal, indices dropped and copies added, names as in the netlist:
name	flops
RegA.DataOut	8
Counter.Count	8
cells by family (layout without fill, tap and decap cells):
kind of cell,count (synthesis),count (layout),share of synthesized area
AND/OR/NAND/NOR,9,9,0.0705
other,1,1,0.00515
adder cells (fa/ha/maj),7,7,0.120
XOR/XNOR,7,7,0.0842
flip-flops,16,16,0.550
buffers and inverters,24,35,0.170
where the power goes:
group / internal (uW) / leakage, uW / switching [uW]
clock: 88.5 / 0.0000216 / 59.0
sequential: 216 / 0.000201 / 0
combinational: 1.20 / 0.000225 / 4.21
total: 306 / 0.000448 / 63.2
routing by layer:
| metal | GRT usage | vias up | share of wire |
|---|---|---|---|
| li1 | - | 200 | - |
| met1 | 0.0299 | 184 | 0.41 |
| met2 | 0.0418 | 17 | 0.43 |
| met3 | 0.0260 | 2 | 0.16 |
| met4 | 0.00265 | 0 | 0.0074 |
| met5 | 0 | - | 0 |
area by class of cell:
type	count	area, sq um	area share
repair buffers	17	170	0.178
multi-input cells	24	204	0.213
flip-flops and latches	16	400	0.419
clock buffers	3	41.3	0.0432
well taps	67	83.8	0.0877
inverters	15	56.3	0.0589
how the worst max path moves through the flow:
stage,to,slack (ns),startpoint,cells past startpoint
global route,RegA.DataOut[7]$_DFF_PP0_,1.08,RegA.DataOut[0]$_DFF_PP0_,8
finish,RegA.DataOut[7]$_DFF_PP0_,1.17,RegA.DataOut[0]$_DFF_PP0_,8
CTS,RegA.DataOut[7]$_DFF_PP0_,1.15,RegA.DataOut[0]$_DFF_PP0_,8
through the flow:
step           cells  hold slack, ns  setup WS [ns]
6_report         142           0.432           1.17
5_1_grt          142           0.473           1.08
3_5_place_dp     139           0.432           1.16
2_1_floorplan     64           0.412           1.24
3_3_place_gp     139           0.420           1.19
4_1_cts          142           0.439           1.15
Power is estimated from default activity; no workload was simulated.
